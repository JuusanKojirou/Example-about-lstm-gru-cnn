`run.sh`:
```
#!/bin/bash
# OpenROAD 26Q1-2900-gdf79404cd8, Yosys 0.63+post, stock flow scripts
make -C /OpenROAD-flow-scripts/flow DESIGN_CONFIG=/design/flow/config.mk WORK_HOME=/design/flow/orfs finish
```
`design.v`:
```
`timescale 1ns / 1ps
module average(
    input clk,
    input clkl,
    input rst_n,
    input signed [15:0] ht,
    input start,     
	input [7:0] t,
	output done_sig,
    output reg signed [15:0] ave_out    
    );
reg signed [21:0] sum;
reg signed [21:0] sum_in;
reg [7:0] count;
reg sum_done;
wire signed [15:0] rem1;
wire signed [15:0] c;
always @(posedge clkl or negedge rst_n)
begin
	if(!rst_n)
		begin
			sum <= 0;
			sum_in <= 0;
			sum_done <= 0;
			count <= 0;
		end
	else begin
		if(start) begin
			if(count==t) begin
				sum_in <= sum;
				sum <= 0;
				sum_done <= 1;
				count <= 0;
			end
			else begin
				sum <= sum + ht;
				sum_in <= 0;
				sum_done <= 0;
				count <= count+8'd1;
			end
		end
		else begin
			sum <= 0;
			sum_in <=0;
			sum_done <= 0;
			count <= 0;
		end
	end
end
divider_22 av(.rst_n(rst_n),
           .clock(clk),
           .start_sig(sum_done),
           .done_sig(done_sig),
           .a(sum_in),
           .b(t),
           .c(c),
           .d(rem1)
           );
always@(*)
begin
		ave_out = c;
end		
endmodule
module divider_22(rst_n,clock,start_sig,done_sig,a,b,c,d);
input rst_n,clock,start_sig;
output done_sig;
input [21:0] a;
input [7:0] b;
output [15:0] c,d;
reg [15:0] c,d;
reg [21:0] a_temp,b_temp,c_temp;
reg [41:0] c_total;
reg symbol,done_sig;
reg [3:0] i;
reg [5:0] bits;
always@(posedge clock or negedge rst_n)
begin
   if(!rst_n)
   begin
    c<=16'b0;
    d<=16'b0;
      i<=4'b0;
    done_sig<=1'b0;
    bits <= 6'b0;
    end
   else if(start_sig)
    case(i)  
    0:begin
          symbol<=a[21]^b[7];
		 a_temp <= a[21]?(~a+22'b1):a;
       b_temp<={b[7]?(~b+8'b1):b,14'b0};
       c_temp <=22'b0;
       c <=16'b0;
		 d <= 16'b0;
       c_total<=0;
       bits <= 5'b0; 
          i<=i+4'b1;
        end
      1:begin
        if(b_temp==22'b0) begin d<=a_temp;c_temp<=symbol?(~c_temp+16'b1):c_temp;i<=i+4'b1;end
          else if(a_temp<b_temp) begin b_temp<=b_temp>>>1;c_temp<=c_temp<<<1;bits <= bits+6'b1;end
          else begin a_temp<=a_temp-b_temp;c_temp<=c_temp+16'b1; end
        end
      2:begin
      c_total<={c_temp,20'b0};
      i<=i+4'b1;
      end
    3:begin
      if(bits>0)begin
       c_total<=c_total>>1;
       bits<=bits-6'd1;
          end
       else
       i<=i+4'b1;
        end 
      4:begin
       c<=c_total[21:6];
       done_sig<=1'b1;
        end
    endcase
  end 
endmodule 
```
`config.mk`:
```
export PLATFORM = sky130hd
export DESIGN_NAME = average
export DESIGN_NICKNAME = average
export VERILOG_FILES = /design/flow/design.v
export SDC_FILE = /design/flow/constraint.sdc
export NUM_CORES = 4
export LEC_CHECK = 1
export CORE_UTILIZATION = 30
```
`constraint.sdc`:
```
current_design average

set clk_period 8.4
set clk_io_pct 0.2

create_clock -name clk0 -period $clk_period [get_ports {clk}]
create_clock -name clk1 -period $clk_period [get_ports {clkl}]

set non_clock_inputs [all_inputs -no_clocks]
set_input_delay [expr $clk_period * $clk_io_pct] -clock clk0 $non_clock_inputs
set_output_delay [expr $clk_period * $clk_io_pct] -clock clk0 [all_outputs]
```
==> impl_metrics.csv <==
group,metric,value,unit
yosys,numSynthFlops,183,
critical_path,r2r_setup_slack,4.62,ns
drt,routed.top_layer,"met5",
drt,antennaDiodeCount,0,
yosys,ys.flop_type,"edfxtp_1",
critical_path,worstSetupStartpointType,"input port",
sta,final-setup-viol-count,0,
clock_network,cts.sinks,183,
sta,grt_setup_unrepaired,"no",
placement,dp_hpwl,15900,µm
clock_network,tritoncts,"yes",
yosys,synth.distinct_cells,65,
sta,hold_viol,0,
clock_network,cts.hold.buffers_added,0,
run,warning_count,30,
die,row_count,69,
die,core,35700,µm²
clock_network,cts_resized,0,
outcome,status,"complete, no violations",
final_layout,fill_cells,3582,
critical_path,cpLargestDelayFamily,"AND-OR/OR-AND gates",
critical_path,cpMostUsedCell,"o21bai_1",
global_routing,grt_antenna_before_repair,1,
worst_hold_path,hold_end,"av.i[3]",
die,die_x,193,µm
run,maxCapViolations,0,
yosys,async_flop_share,43.7,%
final_layout,area_growth,15.0,%
clock_network,post-cts-setup-buffers,0,
drt,viasPerCell,5.03,
global_routing,track_usage,13.3,%
final_layout,final_common_cell,"nand2_1",
critical_path,arrival,4.49,ns
sta,worst_slew_pin_slew,0.759,ns
critical_path,startpoint,"ht[1]",
placement,gp_congestion,0.884,
sta,slew_headroom,49.4,%
clock_network,worst_setup_hold_path_clk_slew,0.07,ns
critical_path,end_kind,"flop",
drt,wl_met3,1080,µm
critical_path,cp_cell_sequence,"clkdlybuf4s50_1 > ha_1 > a21o_1 > a21oi_1 > o21bai_1 > a2111o_1 > a31oi_1 > o21bai_1 > a21boi_0 > mux2_2",
global_routing,grt_start_max_net_pins,70,
critical_path,worstSetupPathType,"input port to flop",
yosys,ys_chip_area,10900,µm²
yosys,syn_avg_cell_area,9.69,µm²
yosys,yosys-stat-cells,1129,
worst_hold_path,min_path_type,"flop to flop",
critical_path,rr_worst_depth,11,
yosys,syn_inst,1129,
drt,drc,0,
drt,drt-initial-drc-count,422,
final_layout,seqCellArea,5090,µm²
drt,avgRoutedWirePerCell,14.1,µm
drt,vias,8202,
global_routing,gr-total-overflow,0,
worst_hold_path,whs_path_depth,0,
power_and_ir_drop,p_leak,5.11,nW
critical_path,cpMaxStageDelayCell,"clkdlybuf4s50_1",
placement,io_buffer_count,43,
die,die_h,193,µm
yosys,yosysWarnings,2,
critical_path,worst-path-buf-inv,1,
critical_path,worstPathRequired,8.58,ns
final_layout,logic_area,5430,µm²
yosys,ys_seq_share,46.6,%
drt,drt-pass1-iter-count,21,
final_layout,fin_util,35.2,%
global_routing,first_global_vias,7734,
critical_path,reg2reg_from,"av.b_temp[0]",
critical_path,r2r_end,"av.a_temp[0]",
drt,drt_wl_total,23000,µm
die,dieArea,37200,µm²
die,pin_count,45,
sta,slew_violations,0,
critical_path,path_max_fanout,4,
yosys,edf_count,103,
drt,drt-met1-wl,11300,µm
global_routing,grt_pass1_wl,38900,µm
drt,route.met2.wl,10200,µm
critical_path,slowest_delay,0.42,ns
final_layout,lay_top_cells,"116 x nand2_1, 103 x edfxtp_1, 82 x o21ai_0",
power_and_ir_drop,p_per_area,189,nW/µm²
die,fp_util,30.6,%
worst_hold_path,hold_path.startpoint,"av.i[3]",
drt,ant_nets,0,
power_and_ir_drop,ir_drop,0.130,mV
sta,setup_tns,0,ns
sta,fin_skew,0.0126,ns
yosys,syn_area,10900,µm²
final_layout,layout-drive-gt1-share,6.16,%
[kinds of logic after synthesis]
group / Yosys count / synth area share (%)
mux: 9 / 0.846
xor+xnor: 87 / 6.96
flops: 183 / 46.6
fa+ha+maj: 59 / 6.95
simple gates: 383 / 17.2
compound gates: 293 / 17.5
buf+inv: 115 / 3.98
[cells in the mapped netlist, drive strengths merged, types with 4 or more instances]
cell | count | area share [%]
nand2 | 117 | 4.0
edfxtp | 103 | 28
o21ai | 84 | 3.8
nor2 | 82 | 2.8
dfrtp | 80 | 18
a21oi | 70 | 3.2
inv | 57 | 2.0
ha | 56 | 6.4
clkbuf | 53 | 1.8
xnor2 | 49 | 3.9
xor2 | 38 | 3.0
nand3 | 33 | 1.5
and2 | 29 | 1.7
and3 | 29 | 1.7
a22o | 23 | 1.8
nor3 | 22 | 1.0
a21o | 18 | 1.2
nor4 | 14 | 0.80
o21bai | 14 | 0.96
a211oi | 11 | 0.75
o31ai | 11 | 0.75
or3 | 11 | 0.67
a31oi | 10 | 0.57
nand2b | 10 | 0.57
or4 | 9 | 0.69
mux2i | 7 | 0.64
o21a | 6 | 0.41
o41ai | 6 | 0.65
a21boi | 5 | 0.34
and4 | 5 | 0.40
buf | 5 | 0.21
nand4 | 5 | 0.29
o211ai | 5 | 0.34
a32o | 4 | 0.37
nor3b | 4 | 0.27
nor4b | 4 | 0.32
o311ai | 4 | 0.32
or2 | 4 | 0.23
[how the worst max path moves through the flow]
stage	to	slack, ns	depth (start not counted)
after CTS	sum[17]	4.04	10
after global routing	sum[17]	3.87	10
final	sum[17]	4.09	10
[through the flow]
step	setup WS [ns]	hold WS, ns	cell area, µm²	power, mW	cells
floorplan	4.47	0.417	10900	1.36	1129
global placement	3.76	0.378	11800	1.46	1589
detailed placement	3.74	0.384	11800	1.47	1589
CTS	4.04	0.402	12600	2.40	1629
global route	3.87	0.431	12600	2.50	1629
finish	4.09	0.409	12600	2.38	1629
[power by group]
part	leakage, nW	total (mW)	switching, mW	internal (mW)
combinational	2.81	0.426	0.238	0.188
sequential	1.95	1.03	0.0297	0.996
clock	0.354	0.926	0.405	0.521
[layer usage]
layer  GRT usage [%]  up-vias
li1                -     4151
met1            20.6     3833
met2            20.6      189
met3            2.60       27
met4            1.89        2
met5               0        -
[state kept, by name (all words and copies together) (netlist names)]
signal / flops
av.c_total: 36
av.c: 16
av.c_temp: 22
sum_done: 1
av.i: 4
count: 8
av.a_temp: 22
av.b_temp: 22
sum_in: 22
sum: 22
av.done_sig: 1
av.bits: 6
av.symbol: 1
[final cells by class]
| type | count | area share, % |
|---|---|---|
| tap | 461 | 4.58 |
| clock inverter | 17 | 1.24 |
| multi-input combinational | 831 | 43.2 |
| sequential | 183 | 40.5 |
| inverter | 57 | 1.70 |
| timing repair buffer | 57 | 4.24 |
| clock buffer | 23 | 4.57 |
Power is estimated from default activity; no workload was simulated.
